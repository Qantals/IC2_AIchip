### flow/design.v
`timescale 1ns/1ps
module conv_3x3 (
    input [7:0] data0,
    input [7:0] data1,
    input [7:0] data2,
    input [7:0] data3,
    input [7:0] data4,
    input [7:0] data5,
    input [7:0] data6,
    input [7:0] data7,
    input [7:0] data8,
    input [7:0] weight0,
    input [7:0] weight1,
    input [7:0] weight2,
    input [7:0] weight3,
    input [7:0] weight4,
    input [7:0] weight5,
    input [7:0] weight6,
    input [7:0] weight7,
    input [7:0] weight8,
    output [7:0] ans
);
    wire [19:0] dot;
    inner_dot_T1_utility #(
        .SUM_WIDTH(20)
    ) u_conv_3x3_inner_dot(
        .data0(data0),
        .data1(data1),
        .data2(data2),
        .data3(data3),
        .data4(data4),
        .data5(data5),
        .data6(data6),
        .data7(data7),
        .data8(data8),
        .weight0(weight0),
        .weight1(weight1),
        .weight2(weight2),
        .weight3(weight3),
        .weight4(weight4),
        .weight5(weight5),
        .weight6(weight6),
        .weight7(weight7),
        .weight8(weight8),
        .ans(dot)
    );
    compress_utility #(
        .SUM_WIDTH(20)
    ) u_conv_3x3_compress(
        .sum_accum(dot),
        .ans(ans)
    );
endmodule
`timescale 1ns/1ps
module compress_utility #(
    parameter SUM_WIDTH = 20
)(
    input signed [SUM_WIDTH-1:0] sum_accum,
    output reg [7:0] ans
);
    wire gt,lt;
    assign gt = ($signed(sum_accum[SUM_WIDTH-1:8]) > 127);
    assign lt = ($signed(sum_accum[SUM_WIDTH-1:8]) < -128);
    always @(*) begin
        case ({gt, lt})
            {1'd1, 1'd0}: ans =  8'd127;
            {1'd0, 1'd1}: ans =  -8'd128;
            default: ans = sum_accum[15:8];
        endcase
    end
endmodule
`timescale 1ns/1ps
module inner_dot_T1_utility #(
    parameter SUM_WIDTH = 20
)(
    input signed [7:0] data0,
    input signed [7:0] data1,
    input signed [7:0] data2,
    input signed [7:0] data3,
    input signed [7:0] data4,
    input signed [7:0] data5,
    input signed [7:0] data6,
    input signed [7:0] data7,
    input signed [7:0] data8,
    input signed [7:0] weight0,
    input signed [7:0] weight1,
    input signed [7:0] weight2,
    input signed [7:0] weight3,
    input signed [7:0] weight4,
    input signed [7:0] weight5,
    input signed [7:0] weight6,
    input signed [7:0] weight7,
    input signed [7:0] weight8,
    output signed [SUM_WIDTH-1:0] ans
);
    wire signed [15:0] product0,product1,product2,product3,product4,product5,product6,product7,product8;
    assign product0 = data0 * weight0;
    assign product1 = data1 * weight1;
    assign product2 = data2 * weight2;
    assign product3 = data3 * weight3;
    assign product4 = data4 * weight4;
    assign product5 = data5 * weight5;
    assign product6 = data6 * weight6;
    assign product7 = data7 * weight7;
    assign product8 = data8 * weight8;
    wire signed [SUM_WIDTH-1:0] sum0,sum1,sum2,sum3;
    assign sum0 = product0 + product1;
    assign sum1 = product2 + product3;
    assign sum2 = product4 + product5;
    assign sum3 = product6 + product7;
    wire signed [SUM_WIDTH-1:0] sum00,sum11;
    assign sum00 = sum0 + sum1;
    assign sum11 = sum2 + sum3;
    wire signed [SUM_WIDTH-1:0] sum000;
    assign sum000 = sum00 + sum11;
    assign ans = sum000 + product8;
endmodule
### flow/run.sh
#!/bin/bash
# OpenROAD 26Q1-2900-gdf79404cd8, Yosys 0.63+post, stock flow scripts
make -C /OpenROAD-flow-scripts/flow DESIGN_CONFIG=/design/flow/config.mk WORK_HOME=/design/flow/orfs finish
### flow/config.mk
export PLATFORM = sky130hd
export DESIGN_NAME = conv_3x3
export DESIGN_NICKNAME = conv_3x3
export VERILOG_FILES = /design/flow/design.v
export SDC_FILE = /design/flow/constraint.sdc
export NUM_CORES = 4
export LEC_CHECK = 1
export CORE_UTILIZATION = 50
### flow/constraint.sdc
current_design conv_3x3

set clk_period 22.0
set clk_io_pct 0.2

create_clock -name clk0 -period $clk_period

set non_clock_inputs [all_inputs -no_clocks]
set_input_delay [expr $clk_period * $clk_io_pct] -clock clk0 $non_clock_inputs
set_output_delay [expr $clk_period * $clk_io_pct] -clock clk0 [all_outputs]
==> impl_metrics.yaml <==
# implementation run metrics
run_status:
  status: "complete, no violations"
worst_setup_path:
  cp.required_ps: 17600
  critical_path.max_fanout: 9
  worstPathArrival_ps: 16030
  critPathTopFamily: "adder cells"
  end_kind: "output port"
  crit_buf_inv: 11
  critPathLaunchType: "input pin"
  max_stage_delay_ps: 620
  path_class: "in -> out"
  cpMaxStageDelayCell: "clkdlybuf4s50_1"
  critPathMostFrequentCell: "fa_1"
floorplanning:
  die_x_um: 231.1
  core-area_um2: 51610
  fp_util_pct: 50.83
  die_y_um: 231.1
  num_io_pins: 152
  num_rows: 83
  chip_area_um2: 53390
sta:
  fin_crit_ps: 20430
  final_hold_viol_count: 0
  rsz0062_at_grt: "false"
  fmax_ghz: 0.04894
  slew_headroom_pct: 58.48
  slew_violations: 0
  setup_ws_ps: 1569
  finalSetupTns_ps: 0
  tightest_slew_ps: 621.4
  post-route-period-util_pct: 92.87
  setup_violations: 0
yosys:
  synthDistinctLibCells: 51
  yosys.stat.seqShare_pct: 0
  yosysCellCount: 2800
  synth_area_per_cell_um2: 9.369
  syn_inst: 2800
  syn-cell-area_um2: 26230
  yosys_area_um2: 26230
  yosys_warnings: 1
grt:
  grt_pass1_vias: 19390
  grt_pass1_wl_um: 94850
  grt_max_degree: 11
  antenna_found_initial: 0
  grt_use_total_pct: 24.27
  grt-ovfl-total: 0
detailed_routing:
  ant_nets: 0
  firstDrtPassIters: 5
  viasPerCell: 4.814
  wirelength_um: 53980
  drc: 0
  diodes: 0
  wl_per_cell_um: 14.90
  num_vias: 17440
  drt_iter0_drc: 511
cts:
  cts_resized: 0
  cts_hold_buf: 0
  post_cts_buffers: 0
worst_hold_path:
  holdCritPathClass: "in -> out"
place:
  place_congestion: 0.9187
  dp_slack_ps: 1523
  portBuffers: 152
  placed_area_um2: 28570
  dp.final_hpwl_um: 50470
run:
  warning_count: 33
  drv_cap: 0
layout:
  area_delta_synth_final_pct: 8.900
  final_area_um2: 28570
  drive_gt1_share_pct: 0.5099
  seqCellArea_um2: 0
  clkbuf_count: 0
  fin_util_pct: 55.35
  design.seq.count: 0
[cells in the final DEF (no fill, tap or decap), types with 2 or more instances in the layout]
cell type / count
a2111oi_0: 2
a21o_1: 16
a21oi_1: 51
a21oi_2: 3
a31oi_1: 3
a41o_1: 2
a41oi_1: 2
and2_1: 322
and3_1: 6
and4_1: 2
clkdlybuf4s50_1: 152
clkinv_1: 4
fa_1: 705
ha_1: 262
inv_1: 897
nand2_1: 203
nand2b_1: 24
nand3_1: 10
nand4_1: 4
nor2_1: 67
nor2b_1: 10
nor3_1: 12
nor4_1: 2
o21a_1: 5
o21ai_0: 15
o21ai_1: 8
o21bai_1: 8
o31a_1: 2
o41ai_1: 3
or2_2: 3
or3_1: 4
xnor2_1: 84
xor2_1: 32
[metrics by stage]
stage          cells  hold slack (ps)
6_report        3622            10930
5_1_grt         3622            11040
4_1_cts         3622            10950
3_5_place_dp    3622            10930
3_3_place_gp    3622            10950
2_1_floorplan   2800             9551
[layer usage]
metal  wire, um  up-vias  GRT usage, %  part of all wire, %
met4        458        2         1.676                 0.85
li1           -     8288             -                    -
met3       4214       28         7.299                  7.8
met5         57        -        0.8272                 0.11
met1      24140     8701         39.09                   45
met2      25110      419         36.74                   47
[tightest hold or removal path, cell delays in order]
cell	delay, ps
clkdlybuf4s50_1	650
and2_1	190
ha_1	140
nand4_1	100
o22ai_2	180
a21oi_2	150
xnor2_1	150
a21o_1	190
clkdlybuf4s50_1	390
[worst paths after layout]
kind        from      to  slack [ps]  cells after the start
max     data7[7]  ans[0]        1570                     42
min   weight8[0]  ans[1]       10930                      9
[cell families (layout without fill, tap and decap cells)]
| family | after synthesis | count (layout) | share of synthesized area (%) |
|---|---|---|---|
| AND/OR/NAND/NOR | 671 | 671 | 13.35 |
| multiplexers | 1 | 1 | 0.04292 |
| adder cells (fa/ha/maj) | 967 | 967 | 66.30 |
| AND-OR/OR-AND | 134 | 134 | 3.406 |
| buffers and inverters | 911 | 1053 | 13.04 |
| XOR/XNOR | 116 | 116 | 3.873 |
[synthesized netlist by cell type, types with 3 or more instances]
cell type  number  area, um2
clkinv_1        4      15.01
nor2b_1        10      62.56
ha_1          262       3278
and2_1        322       2014
fa_1          705      14110
or2_2           3      18.77
o21ai_0        15      75.07
nand2b_1       24      150.1
clkbuf_1        9      33.78
a31oi_1         3      18.77
or3_1           4      25.02
xnor2_1        84      735.7
nor3_1         12      60.06
o21bai_1        8      60.06
xor2_1         32      280.3
a21oi_2         3      26.28
nor2_1         67      251.5
o41ai_1         3      26.28
inv_1         897       3367
nand4_1         4      25.02
nand2_1       203      762.0
o21ai_1         8      40.04
o21a_1          5      37.54
a21oi_1        51      255.2
a21o_1         16      120.1
nand3_1        10      50.05
and3_1          6      37.54
[layout make-up]
type / instances / area [um2]
fillers: 4615 / 23050
multi-input cells: 1889 / 22810
inverters: 901 / 3382
repair buffers: 152 / 1521
well taps: 680 / 850.8
