==> ./design.v <==
`timescale 1ns/1ps
module conv_storage(
    input clk,
    input rst_n,
    input in_vld,
    input [5:0] cnt,
    input [7:0] ans_3x3_D1,
    input [7:0] ans_3x3_D2,
    input [7:0] ans_3x3_D3,
    output reg [6*6*3*8-1:0] conv_lin
);
    always @(posedge clk, negedge rst_n) begin
        if(~rst_n)
            conv_lin <= 0;
        else if(in_vld) begin
            case (cnt)
                6'd0: begin
                    conv_lin[(0*6*6+0*6+0)*8 +: 8] <= ans_3x3_D1;
                    conv_lin[(1*6*6+0*6+0)*8 +: 8] <= ans_3x3_D2;
                    conv_lin[(2*6*6+0*6+0)*8 +: 8] <= ans_3x3_D3;
                end
                6'd1: begin
                    conv_lin[(0*6*6+0*6+1)*8 +: 8] <= ans_3x3_D1;
                    conv_lin[(1*6*6+0*6+1)*8 +: 8] <= ans_3x3_D2;
                    conv_lin[(2*6*6+0*6+1)*8 +: 8] <= ans_3x3_D3;
                end
                6'd2: begin
                    conv_lin[(0*6*6+0*6+2)*8 +: 8] <= ans_3x3_D1;
                    conv_lin[(1*6*6+0*6+2)*8 +: 8] <= ans_3x3_D2;
                    conv_lin[(2*6*6+0*6+2)*8 +: 8] <= ans_3x3_D3;
                end
                6'd3: begin
                    conv_lin[(0*6*6+0*6+3)*8 +: 8] <= ans_3x3_D1;
                    conv_lin[(1*6*6+0*6+3)*8 +: 8] <= ans_3x3_D2;
                    conv_lin[(2*6*6+0*6+3)*8 +: 8] <= ans_3x3_D3;
                end
                6'd4: begin
                    conv_lin[(0*6*6+0*6+4)*8 +: 8] <= ans_3x3_D1;
                    conv_lin[(1*6*6+0*6+4)*8 +: 8] <= ans_3x3_D2;
                    conv_lin[(2*6*6+0*6+4)*8 +: 8] <= ans_3x3_D3;
                end
                6'd5: begin
                    conv_lin[(0*6*6+0*6+5)*8 +: 8] <= ans_3x3_D1;
                    conv_lin[(1*6*6+0*6+5)*8 +: 8] <= ans_3x3_D2;
                    conv_lin[(2*6*6+0*6+5)*8 +: 8] <= ans_3x3_D3;
                end
                6'd6: begin
                    conv_lin[(0*6*6+1*6+0)*8 +: 8] <= ans_3x3_D1;
                    conv_lin[(1*6*6+1*6+0)*8 +: 8] <= ans_3x3_D2;
                    conv_lin[(2*6*6+1*6+0)*8 +: 8] <= ans_3x3_D3;
                end
                6'd7: begin
                    conv_lin[(0*6*6+1*6+1)*8 +: 8] <= ans_3x3_D1;
                    conv_lin[(1*6*6+1*6+1)*8 +: 8] <= ans_3x3_D2;
                    conv_lin[(2*6*6+1*6+1)*8 +: 8] <= ans_3x3_D3;
                end
                6'd8: begin
                    conv_lin[(0*6*6+1*6+2)*8 +: 8] <= ans_3x3_D1;
                    conv_lin[(1*6*6+1*6+2)*8 +: 8] <= ans_3x3_D2;
                    conv_lin[(2*6*6+1*6+2)*8 +: 8] <= ans_3x3_D3;
                end
                6'd9: begin
                    conv_lin[(0*6*6+1*6+3)*8 +: 8] <= ans_3x3_D1;
                    conv_lin[(1*6*6+1*6+3)*8 +: 8] <= ans_3x3_D2;
                    conv_lin[(2*6*6+1*6+3)*8 +: 8] <= ans_3x3_D3;
                end
                6'd10: begin
                    conv_lin[(0*6*6+1*6+4)*8 +: 8] <= ans_3x3_D1;
                    conv_lin[(1*6*6+1*6+4)*8 +: 8] <= ans_3x3_D2;
                    conv_lin[(2*6*6+1*6+4)*8 +: 8] <= ans_3x3_D3;
                end
                6'd11: begin
                    conv_lin[(0*6*6+1*6+5)*8 +: 8] <= ans_3x3_D1;
                    conv_lin[(1*6*6+1*6+5)*8 +: 8] <= ans_3x3_D2;
                    conv_lin[(2*6*6+1*6+5)*8 +: 8] <= ans_3x3_D3;
                end
                6'd12: begin
                    conv_lin[(0*6*6+2*6+0)*8 +: 8] <= ans_3x3_D1;
                    conv_lin[(1*6*6+2*6+0)*8 +: 8] <= ans_3x3_D2;
                    conv_lin[(2*6*6+2*6+0)*8 +: 8] <= ans_3x3_D3;
                end
                6'd13: begin
                    conv_lin[(0*6*6+2*6+1)*8 +: 8] <= ans_3x3_D1;
                    conv_lin[(1*6*6+2*6+1)*8 +: 8] <= ans_3x3_D2;
                    conv_lin[(2*6*6+2*6+1)*8 +: 8] <= ans_3x3_D3;
                end
                6'd14: begin
                    conv_lin[(0*6*6+2*6+2)*8 +: 8] <= ans_3x3_D1;
                    conv_lin[(1*6*6+2*6+2)*8 +: 8] <= ans_3x3_D2;
                    conv_lin[(2*6*6+2*6+2)*8 +: 8] <= ans_3x3_D3;
                end
                6'd15: begin
                    conv_lin[(0*6*6+2*6+3)*8 +: 8] <= ans_3x3_D1;
                    conv_lin[(1*6*6+2*6+3)*8 +: 8] <= ans_3x3_D2;
                    conv_lin[(2*6*6+2*6+3)*8 +: 8] <= ans_3x3_D3;
                end
                6'd16: begin
                    conv_lin[(0*6*6+2*6+4)*8 +: 8] <= ans_3x3_D1;
                    conv_lin[(1*6*6+2*6+4)*8 +: 8] <= ans_3x3_D2;
                    conv_lin[(2*6*6+2*6+4)*8 +: 8] <= ans_3x3_D3;
                end
                6'd17: begin
                    conv_lin[(0*6*6+2*6+5)*8 +: 8] <= ans_3x3_D1;
                    conv_lin[(1*6*6+2*6+5)*8 +: 8] <= ans_3x3_D2;
                    conv_lin[(2*6*6+2*6+5)*8 +: 8] <= ans_3x3_D3;
                end
                6'd18: begin
                    conv_lin[(0*6*6+3*6+0)*8 +: 8] <= ans_3x3_D1;
                    conv_lin[(1*6*6+3*6+0)*8 +: 8] <= ans_3x3_D2;
                    conv_lin[(2*6*6+3*6+0)*8 +: 8] <= ans_3x3_D3;
                end
                6'd19: begin
                    conv_lin[(0*6*6+3*6+1)*8 +: 8] <= ans_3x3_D1;
                    conv_lin[(1*6*6+3*6+1)*8 +: 8] <= ans_3x3_D2;
                    conv_lin[(2*6*6+3*6+1)*8 +: 8] <= ans_3x3_D3;
                end
                6'd20: begin
                    conv_lin[(0*6*6+3*6+2)*8 +: 8] <= ans_3x3_D1;
                    conv_lin[(1*6*6+3*6+2)*8 +: 8] <= ans_3x3_D2;
                    conv_lin[(2*6*6+3*6+2)*8 +: 8] <= ans_3x3_D3;
                end
                6'd21: begin
                    conv_lin[(0*6*6+3*6+3)*8 +: 8] <= ans_3x3_D1;
                    conv_lin[(1*6*6+3*6+3)*8 +: 8] <= ans_3x3_D2;
                    conv_lin[(2*6*6+3*6+3)*8 +: 8] <= ans_3x3_D3;
                end
                6'd22: begin
                    conv_lin[(0*6*6+3*6+4)*8 +: 8] <= ans_3x3_D1;
                    conv_lin[(1*6*6+3*6+4)*8 +: 8] <= ans_3x3_D2;
                    conv_lin[(2*6*6+3*6+4)*8 +: 8] <= ans_3x3_D3;
                end
                6'd23: begin
                    conv_lin[(0*6*6+3*6+5)*8 +: 8] <= ans_3x3_D1;
                    conv_lin[(1*6*6+3*6+5)*8 +: 8] <= ans_3x3_D2;
                    conv_lin[(2*6*6+3*6+5)*8 +: 8] <= ans_3x3_D3;
                end
                6'd24: begin
                    conv_lin[(0*6*6+4*6+0)*8 +: 8] <= ans_3x3_D1;
                    conv_lin[(1*6*6+4*6+0)*8 +: 8] <= ans_3x3_D2;
                    conv_lin[(2*6*6+4*6+0)*8 +: 8] <= ans_3x3_D3;
                end
                6'd25: begin
                    conv_lin[(0*6*6+4*6+1)*8 +: 8] <= ans_3x3_D1;
                    conv_lin[(1*6*6+4*6+1)*8 +: 8] <= ans_3x3_D2;
                    conv_lin[(2*6*6+4*6+1)*8 +: 8] <= ans_3x3_D3;
                end
                6'd26: begin
                    conv_lin[(0*6*6+4*6+2)*8 +: 8] <= ans_3x3_D1;
                    conv_lin[(1*6*6+4*6+2)*8 +: 8] <= ans_3x3_D2;
                    conv_lin[(2*6*6+4*6+2)*8 +: 8] <= ans_3x3_D3;
                end
                6'd27: begin
                    conv_lin[(0*6*6+4*6+3)*8 +: 8] <= ans_3x3_D1;
                    conv_lin[(1*6*6+4*6+3)*8 +: 8] <= ans_3x3_D2;
                    conv_lin[(2*6*6+4*6+3)*8 +: 8] <= ans_3x3_D3;
                end
                6'd28: begin
                    conv_lin[(0*6*6+4*6+4)*8 +: 8] <= ans_3x3_D1;
                    conv_lin[(1*6*6+4*6+4)*8 +: 8] <= ans_3x3_D2;
                    conv_lin[(2*6*6+4*6+4)*8 +: 8] <= ans_3x3_D3;
                end
                6'd29: begin
                    conv_lin[(0*6*6+4*6+5)*8 +: 8] <= ans_3x3_D1;
                    conv_lin[(1*6*6+4*6+5)*8 +: 8] <= ans_3x3_D2;
                    conv_lin[(2*6*6+4*6+5)*8 +: 8] <= ans_3x3_D3;
                end
                6'd30: begin
                    conv_lin[(0*6*6+5*6+0)*8 +: 8] <= ans_3x3_D1;
                    conv_lin[(1*6*6+5*6+0)*8 +: 8] <= ans_3x3_D2;
                    conv_lin[(2*6*6+5*6+0)*8 +: 8] <= ans_3x3_D3;
                end
                6'd31: begin
                    conv_lin[(0*6*6+5*6+1)*8 +: 8] <= ans_3x3_D1;
                    conv_lin[(1*6*6+5*6+1)*8 +: 8] <= ans_3x3_D2;
                    conv_lin[(2*6*6+5*6+1)*8 +: 8] <= ans_3x3_D3;
                end
                6'd32: begin
                    conv_lin[(0*6*6+5*6+2)*8 +: 8] <= ans_3x3_D1;
                    conv_lin[(1*6*6+5*6+2)*8 +: 8] <= ans_3x3_D2;
                    conv_lin[(2*6*6+5*6+2)*8 +: 8] <= ans_3x3_D3;
                end
                6'd33: begin
                    conv_lin[(0*6*6+5*6+3)*8 +: 8] <= ans_3x3_D1;
                    conv_lin[(1*6*6+5*6+3)*8 +: 8] <= ans_3x3_D2;
                    conv_lin[(2*6*6+5*6+3)*8 +: 8] <= ans_3x3_D3;
                end
                6'd34: begin
                    conv_lin[(0*6*6+5*6+4)*8 +: 8] <= ans_3x3_D1;
                    conv_lin[(1*6*6+5*6+4)*8 +: 8] <= ans_3x3_D2;
                    conv_lin[(2*6*6+5*6+4)*8 +: 8] <= ans_3x3_D3;
                end
                6'd35: begin
                    conv_lin[(0*6*6+5*6+5)*8 +: 8] <= ans_3x3_D1;
                    conv_lin[(1*6*6+5*6+5)*8 +: 8] <= ans_3x3_D2;
                    conv_lin[(2*6*6+5*6+5)*8 +: 8] <= ans_3x3_D3;
                end
                default: conv_lin <= conv_lin;
            endcase
        end
    end
endmodule
==> ./run.sh <==
#!/bin/bash
# OpenROAD 26Q1-2900-gdf79404cd8, Yosys 0.63+post, stock flow scripts
make -C /OpenROAD-flow-scripts/flow DESIGN_CONFIG=/design/flow/config.mk WORK_HOME=/design/flow/orfs finish
==> ./config.mk <==
export PLATFORM = sky130hd
export DESIGN_NAME = conv_storage
export DESIGN_NICKNAME = conv_storage
export VERILOG_FILES = /design/flow/design.v
export SDC_FILE = /design/flow/constraint.sdc
export NUM_CORES = 4
export LEC_CHECK = 1
export CORE_AREA = 10 10 573 573
export DIE_AREA = 0 0 583 583
==> ./constraint.sdc <==
current_design conv_storage

set clk_period 1.0
set clk_io_pct 0.2

create_clock -name clk0 -period $clk_period [get_ports {clk}]

set non_clock_inputs [all_inputs -no_clocks]
set_input_delay [expr $clk_period * $clk_io_pct] -clock clk0 $non_clock_inputs
set_output_delay [expr $clk_period * $clk_io_pct] -clock clk0 [all_outputs]
==> results.py <==
# Flow results
metrics = {
    "finish": {
        "final_area_mm2": 0.05179,
        "largest_reg_flops": 864,
        "fillers": 34430,
        "synthToLayoutAreaGrowth_pct": 59.29,
        "logic_area_mm2": 0.01088,
        "regArea_mm2": 0.02163,
        "lay_top_count": "dfrtp_1",
        "instances_no_fill": 7501,
        "mostFrequentLayoutCells": "858 x dfrtp_1, 822 x buf_2, 599 x mux2_2",
        "drive_gt1_share_pct": 67.80,
        "reg_top3": "conv_lin: 864 flops",
        "top_register": "conv_lin",
    },
    "critical_path": {
        "slowest_delay_ns": 0.45,
        "crit_type": "flip-flop to output port",
        "startpoint": "conv_lin[59]",
        "timing.critical_path.buf_inv": 1,
        "worstRegToRegCells": 3,
        "cp_cell_sequence": "buf_6",
        "crit_path_end_kind": "output port",
        "worstPathMaxFanout": 2,
        "timing.rr.start": "conv_lin[536]",
        "critPathTopFamily": "flip-flops",
        "cp.depth": 1,
        "required_ns": 0.80,
        "arrival_ns": 1.36,
        "regToRegEndpoint": "conv_lin[536]",
        "crit_end": "conv_lin[59]",
        "crit_path_start_kind": "flip-flop",
        "r2r_slack_ns": -0.05,
        "critPathSlowestCell": "dfrtp_2",
    },
    "die": {
        "dieArea_mm2": 0.3399,
        "die_w_um": 583,
        "ios": 897,
        "core_area_mm2": 0.3152,
        "std_cell_rows": 206,
        "dieHeight_um": 583,
        "fp_util_pct": 10.31,
    },
    "final_timing": {
        "hold_slack_ns": 0.04859,
        "fin_crit_ns": 1.561,
        "setup_slack_ns": -0.5612,
        "rsz0062_at_grt": "yes",
        "worst_pin_slew_ns": 0.4046,
        "hold_viol_final": 0,
        "maxSlewHeadroom_pct": 73.03,
        "finClkSkew_ns": 0,
        "finalClockPeriodUsage_pct": 156.1,
        "fmax_mhz": 640.5,
        "report.final.slew_viol_count": 0,
        "setup_viol": 939,
    },
    "routing": {
        "dr.pass1.iters": 4,
        "drtAntennaViolNets": 0,
        "wire_per_inst_um": 21.44,
        "drc": 0,
        "vias": 22079,
        "via_per_inst": 2.943,
        "drt-total-wl_mm": 160.9,
        "first_iter_violations": 830,
    },
    "cts": {
        "h-tree-depth": 3,
        "root_buffer": "clkbuf_16",
        "clkLatencyLatePin_ns": 0.78,
        "cts_inserted_buffers": 100,
        "clkSlewWorstSetupHoldPaths_ns": 0.06,
        "cts.sinks": 864,
        "cts_tree": "done",
        "clockBufferDepth": 4,
    },
    "synth": {
        "synth.cell_area_mm2": 0.03251,
        "yosysWarningCount": 1,
        "avgSynthCellArea_um2": 16.57,
        "area_leaders": "dfrtp_1 66%, mux2_2 23%, mux2_1 6.7%",
        "numSynthFlops": 864,
        "synthCells": 1962,
        "top_area_cell": "dfrtp_1",
        "synth_cell_types": 21,
        "yosysTopAreaCellShare_pct": 66.50,
        "ys_cells": 1962,
        "yosys_area_mm2": 0.03251,
        "ys_seq_share_pct": 66.50,
    },
    "global_route": {
        "grt_max_degree": 67,
        "grt_pass1_vias": 23488,
        "grt_pass1_wl_mm": 210.9,
        "antenna_found_initial": 33,
        "grt_overflow": 0,
        "track_usage_pct": 9.093,
    },
    "status": {
        "violations": "setup timing",
        "status": "complete, but fails checks",
    },
    "pwr": {
        "worst_ir_drop_vdd_mv": 1.318,
        "leakagePower_nw": 26.30,
        "power.density_mw_per_mm2": 1811,
        "fin_total_pwr_mw": 93.81,
    },
    "run": {
        "warning_count": 28,
        "max_cap_violations": 0,
    },
    "placed_design": {
        "place_area_mm2": 0.05002,
        "place_hpwl_mm": 117.5,
        "dp_cells": 7112,
        "io_buffer_count": 896,
        "post-place-ws_ns": -1.489,
        "place_congestion": 0.8028,
    },
    "hold_path": {
        "min_path_type": "input port to flip-flop",
        "hold_path_startpoint": "ans_3x3_D3[7]",
    },
}
==> per-stage QoR <==
| step | setup TNS, ns | utilization [%] |
|---|---|---|
| finish | -418.91 | 16.43 |
| global route | -493.91 | 16.42 |
| CTS | -508.23 | 16.21 |
| detailed placement | -1184.71 | 15.87 |
| global placement | -1197.07 | 15.87 |
| floorplan | -298.09 | - |
==> synth_stat cells <==
cell	count
mux2_2	670
nor2b_1	2
nand4_2	3
nand3_1	1
dfrtp_1	864
nor3b_2	1
nand2_1	30
and4bb_2	2
clkbuf_1	74
nor2_1	2
and4bb_1	1
buf_2	79
nor4b_2	4
buf_1	24
mux2_1	194
and3_1	1
buf_4	2
nor4_2	2
nand4b_1	1
and3b_1	4
nor4b_4	1
==> logic make-up (layout without fill, tap and decap cells) <==
group,count (synthesis),count (layout),share of synthesized area [%]
flops,864,864,66.50
mux,864,864,29.92
buf+inv,179,1546,2.394
other cells,0,12,0
simple gates,55,55,1.181
==> timing repair <==
item,CTS,global route
endpoints found under the setup margin,1728,1393
pin swaps,9,10
setup buffers,128,51
cloned,12,6
hold endpoints to repair,1434,0
hold buffers,24,0
gates resized,3084,80
==> layout make-up <==
class / count / share of cell area (%)
clock inverters: 35 / 0.7200
well taps: 4160 / 10.05
clock buffers: 144 / 5.697
repair buffers: 1367 / 20.70
multi-input cells: 919 / 21.02
flip-flops and latches: 864 / 41.76
diodes: 12 / 0.05798
==> worst min path at each step <==
stage / to / depth (start not counted) / slack [ns]
after CTS: conv_lin[623] / 2 / 0.01
after global routing: conv_lin[623] / 2 / 0.02
final: conv_lin[623] / 2 / 0.05
==> report_power, final <==
group,switching (mW),internal (mW)
clock network,15.2,21.8
logic,5.64,8.93
registers,2.61,39.6
total,23.5,70.3
==> metal layers <==
metal | wire, um | up-vias | track usage [%]
met5 | 12 | - | 0
met4 | 6234 | 2 | 2.808
met3 | 16850 | 219 | 3.877
met2 | 71960 | 960 | 14.09
met1 | 65800 | 11394 | 11.57
li1 | - | 9504 | -
Power figures rest on the tool's default switching activity, not on a simulated workload.
