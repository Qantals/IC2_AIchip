===== design/flow/run.sh =====
#!/bin/bash
# OpenROAD 26Q1-2900-gdf79404cd8, Yosys 0.63+post, stock flow scripts
make -C /OpenROAD-flow-scripts/flow DESIGN_CONFIG=/design/flow/config.mk WORK_HOME=/design/flow/orfs finish

===== design/flow/config.mk =====
export PLATFORM = sky130hd
export DESIGN_NAME = inner_dot_sel
export DESIGN_NICKNAME = inner_dot_sel
export VERILOG_FILES = /design/flow/design.v
export SDC_FILE = /design/flow/constraint.sdc
export NUM_CORES = 4
export LEC_CHECK = 1
export CORE_UTILIZATION = 40

===== design/flow/constraint.sdc =====
current_design inner_dot_sel

set clk_period 19.3
set clk_io_pct 0.2

create_clock -name clk0 -period $clk_period [get_ports {clk}]

set non_clock_inputs [all_inputs -no_clocks]
set_input_delay [expr $clk_period * $clk_io_pct] -clock clk0 $non_clock_inputs
set_output_delay [expr $clk_period * $clk_io_pct] -clock clk0 [all_outputs]

===== design/flow/design.v =====
`timescale 1ns/1ps
module inner_dot_T2_utility #(
    parameter SUM_WIDTH = 20
)(
    input clk,
    input rst_n,
    input in_vld,
    input signed [7:0] data0,
    input signed [7:0] data1,
    input signed [7:0] data2,
    input signed [7:0] data3,
    input signed [7:0] data4,
    input signed [7:0] data5,
    input signed [7:0] data6,
    input signed [7:0] data7,
    input signed [7:0] data8,
    input signed [7:0] weight0,
    input signed [7:0] weight1,
    input signed [7:0] weight2,
    input signed [7:0] weight3,
    input signed [7:0] weight4,
    input signed [7:0] weight5,
    input signed [7:0] weight6,
    input signed [7:0] weight7,
    input signed [7:0] weight8,
    output signed [SUM_WIDTH-1:0] ans
);
    wire signed [15:0] product0,product1,product2,product3,product4,product5,product6,product7,product8;
    assign product0 = data0 * weight0;
    assign product1 = data1 * weight1;
    assign product2 = data2 * weight2;
    assign product3 = data3 * weight3;
    assign product4 = data4 * weight4;
    assign product5 = data5 * weight5;
    assign product6 = data6 * weight6;
    assign product7 = data7 * weight7;
    assign product8 = data8 * weight8;
    reg signed [15:0] product0_reg;
    reg signed [15:0] product1_reg;
    reg signed [15:0] product2_reg;
    reg signed [15:0] product3_reg;
    reg signed [15:0] product4_reg;
    reg signed [15:0] product5_reg;
    reg signed [15:0] product6_reg;
    reg signed [15:0] product7_reg;
    reg signed [15:0] product8_reg;
    always @(posedge clk, negedge rst_n) begin
        if(~rst_n) begin
            product0_reg <= 0;
            product1_reg <= 0;
            product2_reg <= 0;
            product3_reg <= 0;
            product4_reg <= 0;
            product5_reg <= 0;
            product6_reg <= 0;
            product7_reg <= 0;
            product8_reg <= 0;
        end
        else if(in_vld) begin
            product0_reg <= product0;
            product1_reg <= product1;
            product2_reg <= product2;
            product3_reg <= product3;
            product4_reg <= product4;
            product5_reg <= product5;
            product6_reg <= product6;
            product7_reg <= product7;
            product8_reg <= product8;
        end
    end
    wire signed [SUM_WIDTH-1:0] sum0,sum1,sum2,sum3;
    assign sum0 = product0_reg + product1_reg;
    assign sum1 = product2_reg + product3_reg;
    assign sum2 = product4_reg + product5_reg;
    assign sum3 = product6_reg + product7_reg;
    wire signed [SUM_WIDTH-1:0] sum00,sum11;
    assign sum00 = sum0 + sum1;
    assign sum11 = sum2 + sum3;
    wire signed [SUM_WIDTH-1:0] sum000;
    assign sum000 = sum00 + sum11;
    assign ans = sum000 + product8_reg;
endmodule
`timescale 1ns/1ps
module inner_dot_sel #(
    parameter SUM_WIDTH = 21
)(
    input clk,
    input rst_n,
    input in_vld,
    input [$clog2(69)-1:0] cnt,
    input [7:0] data0_sel0,
    input [7:0] data1_sel0,
    input [7:0] data2_sel0,
    input [7:0] data3_sel0,
    input [7:0] data4_sel0,
    input [7:0] data5_sel0,
    input [7:0] data6_sel0,
    input [7:0] data7_sel0,
    input [7:0] data8_sel0,
    input [7:0] data0_sel1,
    input [7:0] data1_sel1,
    input [7:0] data2_sel1,
    input [7:0] data3_sel1,
    input [7:0] data4_sel1,
    input [7:0] data5_sel1,
    input [7:0] data6_sel1,
    input [7:0] data7_sel1,
    input [7:0] data8_sel1,
    input [7:0] weight0_sel0,
    input [7:0] weight1_sel0,
    input [7:0] weight2_sel0,
    input [7:0] weight3_sel0,
    input [7:0] weight4_sel0,
    input [7:0] weight5_sel0,
    input [7:0] weight6_sel0,
    input [7:0] weight7_sel0,
    input [7:0] weight8_sel0,
    input [7:0] weight0_sel1,
    input [7:0] weight1_sel1,
    input [7:0] weight2_sel1,
    input [7:0] weight3_sel1,
    input [7:0] weight4_sel1,
    input [7:0] weight5_sel1,
    input [7:0] weight6_sel1,
    input [7:0] weight7_sel1,
    input [7:0] weight8_sel1,
    output [SUM_WIDTH-1:0] dot
);
    wire sel;
    assign sel = (cnt == 67);    
    wire [7:0] data0;
    wire [7:0] data1;
    wire [7:0] data2;
    wire [7:0] data3;
    wire [7:0] data4;
    wire [7:0] data5;
    wire [7:0] data6;
    wire [7:0] data7;
    wire [7:0] data8;
    assign data0 = sel ? data0_sel1 : data0_sel0;
    assign data1 = sel ? data1_sel1 : data1_sel0;
    assign data2 = sel ? data2_sel1 : data2_sel0;
    assign data3 = sel ? data3_sel1 : data3_sel0;
    assign data4 = sel ? data4_sel1 : data4_sel0;
    assign data5 = sel ? data5_sel1 : data5_sel0;
    assign data6 = sel ? data6_sel1 : data6_sel0;
    assign data7 = sel ? data7_sel1 : data7_sel0;
    assign data8 = sel ? data8_sel1 : data8_sel0;
    wire [7:0] weight0;
    wire [7:0] weight1;
    wire [7:0] weight2;
    wire [7:0] weight3;
    wire [7:0] weight4;
    wire [7:0] weight5;
    wire [7:0] weight6;
    wire [7:0] weight7;
    wire [7:0] weight8;
    assign weight0 = sel ? weight0_sel1 : weight0_sel0;
    assign weight1 = sel ? weight1_sel1 : weight1_sel0;
    assign weight2 = sel ? weight2_sel1 : weight2_sel0;
    assign weight3 = sel ? weight3_sel1 : weight3_sel0;
    assign weight4 = sel ? weight4_sel1 : weight4_sel0;
    assign weight5 = sel ? weight5_sel1 : weight5_sel0;
    assign weight6 = sel ? weight6_sel1 : weight6_sel0;
    assign weight7 = sel ? weight7_sel1 : weight7_sel0;
    assign weight8 = sel ? weight8_sel1 : weight8_sel0;
    inner_dot_T2_utility #(
        .SUM_WIDTH(SUM_WIDTH)
    ) u_inner_dot_D1(
        .clk(clk),
        .rst_n(rst_n),
        .in_vld(in_vld),
        .data0(data0),
        .data1(data1),
        .data2(data2),
        .data3(data3),
        .data4(data4),
        .data5(data5),
        .data6(data6),
        .data7(data7),
        .data8(data8),
        .weight0(weight0),
        .weight1(weight1),
        .weight2(weight2),
        .weight3(weight3),
        .weight4(weight4),
        .weight5(weight5),
        .weight6(weight6),
        .weight7(weight7),
        .weight8(weight8),
        .ans(dot)
    );
endmodule

==> metrics.yaml <==
run_status: "completed"
drt_antenna_net_count: 0
number_of_vias_per_cell_after_detailed_routing: 5.456
finalClockSkew_ns: 0
remaining_drc_errors: 0
largest_net_degree_at_the_start_of_global_routing: 183
synth.avg_cell_area_sq_um: 7.971
routed-via-count: 33310
ys_seq_elements: 144
core_area_sq_mm: 0.09487
layout-drive-gt1-share_pct: 2.853
fin_crit_sh_pct: 58.28
worst_setup_path_start_kind: "input port"
critPathKind: "in2reg"
clock.fmax_ghz: 0.08891
cts_buffer_depth: 2
post_synth_inst_count: 4803
routed_wire_length_mm: 113.7
synth_largest_type_area_fraction_pct: 28.86
count_of_buffers_from_port_buffering: 318
io_pins: 319
setup_repair_after_global_routing_missed_its_margin: "no"
final_layout_top_logic_cells: "sky130_fd_sc_hd__inv_1, sky130_fd_sc_hd__nand3_1, sky130_fd_sc_hd__nand2_1"
async_flop_share_pct: 100.0
fp.dieW_um: 311.4
post_cts_hold_buffer_count: 0
cts_buffer_count: 17
synth-main-ff-cell: "sky130_fd_sc_hd__dfrtp_1"
tritoncts: "yes"
cts.sinks: 144
place_congestion: 0.9321
timing_worst_slew_pin_value_ns: 0.8679
timing.final.setup_violations: 0
sort_of_element_at_the_end_of_the_critical_path: "flip-flop"
grt_overflow: 0
drv_cap: 0
die_area_sq_mm: 0.09695
antenna_found_initial: 3
max-slew-margin-rel_pct: 42.14
synth-edff-count: 0
ys_seq_share_pct: 9.412
hold_path_class: "reg2reg"
dr.pass1.iters: 6
post-cts-setup-buffers: 0
chipHeight_um: 311.4
dp_hpwl_mm: 90.35
chip_area_yosys_sq_mm: 0.03828
grt_pass1_wl_mm: 182.3
rows: 113
grt_pass1_vias: 32905
synth-warning-count: 1
mappedNetlistArea_sq_mm: 0.03828
grt_util_all_layers_pct: 24.62
period_minus_slack_ns: 11.25
summed_negative_setup_slack_over_all_endpoints_ns: 0
finished_cell_area_sq_mm: 0.04248
final_max_slew_viol_count: 0
clock_tree_root_driver_cell: "sky130_fd_sc_hd__clkbuf_16"
clkLatencyLatePin_ns: 0.43
cp.arrival_ns: 11.53
htree_num_levels: 4
synth.yosys.num_cells: 4803
area_growth_syn_to_layout_pct: 10.97
yosysTopAreaCell: "sky130_fd_sc_hd__fa_1"
cts.reportedPaths.clkPinSlew_ns: 0.06
timing.critical_path.required_ns: 19.58
dpl-instance-area_sq_mm: 0.04192
initCoreUtil_pct: 40.35
cts_repair_resize_count: 0
tool_warnings: 37
drt-wirelength-per-cell_um: 18.62
drtIter0Drc: 2990
final_common_cell: "sky130_fd_sc_hd__inv_1"
timing.critical_path.fanout_max: 153
report.final.hold_viol_count: 0
synthDistinctLibCells: 70
yosys-top-cells-area: "sky130_fd_sc_hd__fa_1, sky130_fd_sc_hd__ha_1, sky130_fd_sc_hd__nand3_1"
-- cell usage after synthesis (16+ instances only) --
library cell and instances:
sky130_fd_sc_hd__inv_1 762, sky130_fd_sc_hd__or3_1 27, sky130_fd_sc_hd__nand3_1 747, sky130_fd_sc_hd__nor2_1 104, sky130_fd_sc_hd__a21oi_1 92, sky130_fd_sc_hd__xor2_1 28
sky130_fd_sc_hd__o211ai_1 16, sky130_fd_sc_hd__xnor2_1 147, sky130_fd_sc_hd__buf_1 164, sky130_fd_sc_hd__o21ai_1 33, sky130_fd_sc_hd__mux2_2 73, sky130_fd_sc_hd__nand2b_1 20
sky130_fd_sc_hd__ha_1 346, sky130_fd_sc_hd__dfrtp_1 144, sky130_fd_sc_hd__o21a_1 61, sky130_fd_sc_hd__a21o_1 41, sky130_fd_sc_hd__buf_2 37, sky130_fd_sc_hd__nor3_1 42
sky130_fd_sc_hd__a31oi_1 174, sky130_fd_sc_hd__clkbuf_1 118, sky130_fd_sc_hd__nand2_1 574, sky130_fd_sc_hd__fa_1 552, sky130_fd_sc_hd__o21ai_0 67, sky130_fd_sc_hd__nor2b_1 41
sky130_fd_sc_hd__a211oi_1 39, sky130_fd_sc_hd__and3_1 181
-- through the flow --
| step | std cells | utilization, % | hold WS (ns) | worst slack, ns |
|---|---|---|---|---|
| after global routing | 6104 | 44.78 | 0.5083 | 7.619 |
| after floorplan | 4803 | - | 0.4497 | 10.32 |
| after global placement | 6070 | 44.18 | 0.4622 | 7.866 |
| final | 6105 | 44.78 | 0.4816 | 8.052 |
| after CTS | 6102 | 44.77 | 0.4853 | 8.244 |
| after detailed placement | 6070 | 44.18 | 0.4720 | 7.789 |
-- worst max-delay path: stages --
cell                              delay (ns)
sky130_fd_sc_hd__clkdlybuf4s50_1        0.46
sky130_fd_sc_hd__nor3_1                 0.08
sky130_fd_sc_hd__nand3_4                0.44
sky130_fd_sc_hd__buf_12                 0.51
sky130_fd_sc_hd__buf_4                  0.54
sky130_fd_sc_hd__buf_4                  0.60
sky130_fd_sc_hd__buf_4                  0.66
sky130_fd_sc_hd__o21a_1                 0.26
sky130_fd_sc_hd__inv_1                  0.09
sky130_fd_sc_hd__fa_1                   0.65
sky130_fd_sc_hd__inv_1                  0.14
sky130_fd_sc_hd__fa_1                   0.50
sky130_fd_sc_hd__inv_1                  0.05
sky130_fd_sc_hd__fa_1                   0.50
sky130_fd_sc_hd__fa_1                   0.42
sky130_fd_sc_hd__ha_1                   0.39
sky130_fd_sc_hd__and3_1                 0.20
sky130_fd_sc_hd__a311oi_1               0.45
sky130_fd_sc_hd__o21bai_1               0.10
sky130_fd_sc_hd__a21oi_1                0.18
sky130_fd_sc_hd__xnor2_1                0.14
sky130_fd_sc_hd__a21oi_1                0.08
-- final cells by class --
cell class                      instances  area [sq um]
Antenna cell                            3         7.507
Clock buffer                           22         454.2
Clock inverter                         10         105.1
Fill cell                            9155         52390
Inverter                              763          2864
Multi-Input combinational cell       3565         30520
Sequential cell                       144          3603
Tap cell                             1265          1583
Timing Repair Buffer                  333          3348
-- layer usage --
layer / global-route usage [%] / wire (um) / vias up
met2: 37.29 / 51820 / 1156
li1: - / - / 15934
met4: 5.307 / 2775 / 2
met1: 37.81 / 50780 / 16061
met3: 4.892 / 8303 / 157
met5: 0 / 10 / -
-- kinds of logic (layout without fill, tap and decap cells) --
kind of cell	count (synthesis)	count (layout)	share of synthesized area (%)
AND-OR/OR-AND	627	627	10.83
buffers and inverters	1094	1128	10.92
XOR/XNOR	175	175	4.004
adder cells (fa/ha/maj)	898	898	40.17
AND/OR/NAND/NOR	1779	1779	22.17
other	0	3	0
flip-flops	144	144	9.412
multiplexers	86	86	2.490
-- final timing paths --
kind | slack (ns) | to | depth (start not counted) | from
max in group asynchronous | 14.85 | u_inner_dot_D1.product1_reg[2] | 2 | rst_n
worst max-delay path | 8.05 | u_inner_dot_D1.product0_reg[15] | 22 | cnt[3]
worst min-delay path | 0.48 | u_inner_dot_D1.product8_reg[10] | 1 | u_inner_dot_D1.product8_reg[10]
worst max register to register | 18.22 | u_inner_dot_D1.product8_reg[14] | 4 | u_inner_dot_D1.product8_reg[14]
min in group asynchronous | 3.36 | u_inner_dot_D1.product3_reg[15] | 1 | rst_n
worst min register to register | 0.48 | u_inner_dot_D1.product8_reg[10] | 1 | u_inner_dot_D1.product8_reg[10]
