==> design.v <==
`timescale 1ns/1ps
module conv3x3 (
    input clk,
    input rst_n,
    input [3:0] cnt,
    input signed [7:0] data0,
    input signed [7:0] data1,
    input signed [7:0] data2,
    input signed [7:0] data3,
    input signed [7:0] data4,
    input signed [7:0] data5,
    input signed [7:0] data6,
    input signed [7:0] data7,
    input signed [7:0] data8,
    input signed [7:0] weight0,
    input signed [7:0] weight1,
    input signed [7:0] weight2,
    input signed [7:0] weight3,
    input signed [7:0] weight4,
    input signed [7:0] weight5,
    input signed [7:0] weight6,
    input signed [7:0] weight7,
    input signed [7:0] weight8,
    output signed [7:0] ans
);
    reg signed [7:0] mul1,mul2;
    always @(*) begin
        case (cnt)
            0: begin mul1 = data0; mul2 = weight0; end
            1: begin mul1 = data1; mul2 = weight1; end
            2: begin mul1 = data2; mul2 = weight2; end
            3: begin mul1 = data3; mul2 = weight3; end
            4: begin mul1 = data4; mul2 = weight4; end
            5: begin mul1 = data5; mul2 = weight5; end
            6: begin mul1 = data6; mul2 = weight6; end
            7: begin mul1 = data7; mul2 = weight7; end
            8: begin mul1 = data8; mul2 = weight8; end
            9: begin mul1 = 0;     mul2 = 0;       end
            default: begin mul1 = 0; mul2 = 0;     end
        endcase
    end
    wire signed [15:0] product;
    assign product = mul1 * mul2;
    reg signed [19:0] sum_accum;
    wire signed [19:0] nxt_sum;
    assign nxt_sum = (cnt == 0) ? (0 + product) : (sum_accum + product);
    always @(posedge clk, negedge rst_n) begin
        if(~rst_n)
            sum_accum <= 0;
        else
            sum_accum <= nxt_sum;
    end
    assign ans = ($signed(sum_accum[19:8]) > 127) ? 8'd127 : (($signed(sum_accum[19:8]) < -128) ? -8'd128 : $signed(sum_accum[15:8]));
endmodule
==> run.sh <==
#!/bin/bash
# OpenROAD 26Q1-2900-gdf79404cd8, Yosys 0.63+post, stock flow scripts
make -C /OpenROAD-flow-scripts/flow DESIGN_CONFIG=/design/flow/config.mk WORK_HOME=/design/flow/orfs finish
==> config.mk <==
export PLATFORM = sky130hd
export DESIGN_NAME = conv3x3
export DESIGN_NICKNAME = conv3x3
export VERILOG_FILES = /design/flow/design.v
export SDC_FILE = /design/flow/constraint.sdc
export NUM_CORES = 4
export LEC_CHECK = 1
export CORE_UTILIZATION = 40
==> constraint.sdc <==
current_design conv3x3

set clk_period 8.4
set clk_io_pct 0.2

create_clock -name clk0 -period $clk_period [get_ports {clk}]

set non_clock_inputs [all_inputs -no_clocks]
set_input_delay [expr $clk_period * $clk_io_pct] -clock clk0 $non_clock_inputs
set_output_delay [expr $clk_period * $clk_io_pct] -clock clk0 [all_outputs]
==> flow_metrics.py <==
# Physical implementation metrics
metrics = {
    "grt": {
        "grt_usage": 0.263,
        "grt_pass1_wl_um": 26800,
        "grt_pass1_vias": 5507,
        "grt_max_degree": 22,
        "grt_antenna_before_repair": 0,
        "grt_overflow_total": 0,
    },
    "logic_synthesis": {
        "synth_area_mm2": 0.00522,
        "yosysUniqueCellTypes": 60,
        "ff_type": "dfrtp_1",
        "ys_seq_frac": 0.0959,
        "synthArstFlopShare": 1.00,
        "top_cells_by_area": "fa_1 22%, ha_1 12%, dfrtp_1 9.6%",
        "avgSynthCellArea_um2": 8.35,
        "post-synth-top-area-fraction": 0.219,
        "ys.warnings.count": 1,
        "ys_cells": 625,
        "edf_count": 0,
        "largest_area_cell": "fa_1",
        "ys.flops": 20,
        "yosys_area_mm2": 0.00522,
        "netlist_instances": 625,
    },
    "detailed_routing": {
        "drtPass1Iterations": 4,
        "drc": 0,
        "antennaDiodeCount": 0,
        "avgViaCountPerCell": 5.17,
        "drt_iter0_markers": 333,
        "dr_total_vias": 5683,
        "routedWlPerCell_um": 16.0,
        "drt.antenna.violating_nets": 0,
        "drt-total-wl_um": 17500,
    },
    "worst_setup_path": {
        "critPathSlowestCell": "fa_1",
        "cp-startpoint": "cnt[3]",
        "worstSetupEndpointType": "flop",
        "r2r_slack_ps": 5780,
        "critPathMaxStageDelay_ps": 540,
        "arrival_ps": 8310,
        "cp_max_fo": 7,
        "crit_type": "input port to flop",
        "path_buffers": 9,
        "required_ps": 8530,
        "crit_path_start_kind": "input port",
        "critPathTopFamily": "adder cells",
        "r2r-start": "sum_accum[0]$_DFF_PN0_",
    },
    "power": {
        "power_density_mw_per_mm2": 308,
        "p_sw_frac": 0.439,
        "p_leak_nw": 3.91,
        "p_int_w": 0.00149,
        "power_frac_seq": 0.078,
        "irDropWorstVdd_mv": 0.206,
        "power_switching_w": 0.00116,
        "combPwrFrac": 0.884,
        "clockPowerShare": 0.037,
    },
    "finish": {
        "layout.cells.non_filler": 1099,
        "regMostFlops": "sum_accum",
        "largestRegisters": "sum_accum x20",
        "largest_register_ffs": 20,
        "n_fill_cell": 968,
        "syn_to_final_growth_pct": 65.0,
        "layout_top_cells": "156 x buf_4, 153 x clkdlybuf4s50_1, 85 x inv_1",
        "drive_gt1_frac": 0.270,
        "final_common_cell": "buf_4",
    },
    "sta": {
        "period_needed_ps": 8180,
        "period_used_share": 0.974,
        "slew_headroom": 0.476,
        "worstMarginPinSlew_ps": 787,
        "final-hold-violation-count": 0,
        "setup_violations": 0,
        "hold_slack_ps": 591,
        "max_freq_mhz": 122,
        "finClkSkew_ps": 1.10,
        "drv_slew": 0,
    },
    "clock_tree": {
        "cts_buffers": 3,
        "clockBufferDepth": 2,
        "root_buffer": "clkbuf_16",
        "path_clk_slew_ps": 60,
        "cts.sinks": 20,
        "cts_tree": "yes",
        "postCtsHoldBufs": 0,
        "clock_latency_ps": 250,
        "h-tree-depth": 1,
    },
    "place": {
        "dp.cells": 1076,
        "gp_congestion": 0.906,
        "hpwl_um": 14900,
        "portBuffers": 157,
    },
    "floorplan": {
        "die_w_um": 116,
        "initial_utilization": 0.412,
        "core_mm2": 0.0127,
        "rows": 41,
        "die_area_mm2": 0.0135,
        "num_io_pins": 158,
        "die_h_um": 116,
    },
    "job": {
        "max-cap-violations": 0,
        "warnings": 28,
    },
    "min_path": {
        "hold_start": "sum_accum[0]$_DFF_PN0_",
        "hp-class": "flop to flop",
    },
    "run_status": {
        "status": "finished, final reports clean",
    },
}
[tightest hold or removal path: cells and delay by family (launching register included)]
family	cells	cell delay, ps
AOI/OAI and AO/OA	1	50
adders and majority gates	1	130
DFF	1	320
and+or+nand+nor	1	50
[metal layers]
layer	wire length [µm]	part of all wire	global-route usage	vias to the layer above
met2	8310	0.47	0.437	155
met3	877	0.050	0.0455	18
li1	-	-	-	2798
met1	8130	0.46	0.383	2712
met4	221	0.013	0.0256	0
met5	0	0	0	-
[cell type report]
type	instances	area [µm²]	area share
Multi-Input combinational cell	495	4640	0.539
Tap cell	172	215	0.0250
Clock buffer	3	75.1	0.00872
Inverter	87	327	0.0379
Sequential cell	20	500	0.0582
Timing Repair Buffer	322	2850	0.331
[synthesized netlist by cell type (all sizes together), types with 3 or more instances]
master and count:
or2 16, and2 6, xor2 10, nand3 16, o21bai 3, mux2i 3, nand4 4, o21a 11
and3 4, a2111oi 4, a31oi 6, inv 87, nor3 7, nand2 28, ha 50, nor2b 8
clkbuf 7, nor2 75, a21o 8, xnor2 23, a21oi 37, dfrtp 20, nor4 5, buf 16
a22oi 27, a211oi 10, o22ai 3, o21ai 18, fa 57, nand2b 4, o211ai 5, a22o 14
a221oi 17
[power by group through the flow]
| stage | Combinational [W] | Clock, W | Sequential [W] |
|---|---|---|---|
| after CTS | 0.00216 | 0.000101 | 0.000203 |
| after global routing | 0.00258 | 0.000105 | 0.000214 |
| final | 0.00234 | 0.0000989 | 0.000207 |
[repair_timing]
action,in CTS,in global routing
gates resized,24,58
pin swaps,14,26
endpoints found under the setup margin,6,9
setup buffers,10,10
[path summary, 6_finish.rpt]
| kind | to | depth (start not counted) |
|---|---|---|
| min reg2reg | sum_accum[0]$_DFF_PN0_ | 3 |
| max in group asynchronous | sum_accum[15]$_DFF_PN0_ | 2 |
| max | sum_accum[19]$_DFF_PN0_ | 30 |
| max reg2reg | sum_accum[12]$_DFF_PN0_ | 9 |
| min in group asynchronous | sum_accum[2]$_DFF_PN0_ | 2 |
| min | sum_accum[0]$_DFF_PN0_ | 3 |
[metrics by stage]
step / worst slack, ps / power, W / utilization / cell area (µm²) / TNS [ps]
detailed placement: -706 / 0.00226 / 0.632 / 8010 / -3750
finish: 222 / 0.00265 / 0.679 / 8610 / 0
floorplan: 38.2 / 0.00142 / - / 5220 / 0
CTS: 30.1 / 0.00246 / 0.653 / 8270 / 0
global placement: -590 / 0.00225 / 0.632 / 8010 / -3540
global route: -55.2 / 0.00290 / 0.679 / 8610 / -57.8
[cell families after synthesis]
logic type,Yosys count,synth area share
flip-flops,20,0.0959
adder cells (fa/ha/maj),107,0.339
multiplexers,3,0.00576
XOR/XNOR,33,0.0554
buffers and inverters,110,0.0844
AND/OR/NAND/NOR,178,0.164
AND-OR/OR-AND,174,0.255
Power figures rest on the tool's default switching activity, not on a simulated workload.
